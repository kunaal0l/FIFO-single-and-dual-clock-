===== ./config.mk =====
export PLATFORM = sky130hd
export DESIGN_NAME = fifo_single_clk
export DESIGN_NICKNAME = fifo_single_clk
export VERILOG_FILES = /design/flow/design.v
export SDC_FILE = /design/flow/constraint.sdc
export NUM_CORES = 4
export LEC_CHECK = 1
export CORE_AREA = 10 10 73 73
export DIE_AREA = 0 0 83 83

===== ./constraint.sdc =====
current_design fifo_single_clk

set clk_period 3.9
set clk_io_pct 0.2

create_clock -name clk0 -period $clk_period [get_ports {clk}]

set non_clock_inputs [all_inputs -no_clocks]
set_input_delay [expr $clk_period * $clk_io_pct] -clock clk0 $non_clock_inputs
set_output_delay [expr $clk_period * $clk_io_pct] -clock clk0 [all_outputs]

===== ./design.v =====
`timescale 1ns / 1ps
module fifo_single_clk(clk,rst,buf_out,wr_en,rd_en,buf_empty,buf_full,buf_in,fifo_counter,fifo_threshold ,fifo_overflow,fifo_underflow);
input rst,clk,wr_en,rd_en;
input[7:0] buf_in;
output[7:0] buf_out;
output buf_empty,buf_full; 
output [7:0] fifo_counter;
output reg fifo_threshold;
output reg fifo_overflow,fifo_underflow;
reg [7:0] buf_out;
reg buf_empty,buf_full;
reg[7:0] fifo_counter;
reg[6:0] rd_ptr,wr_ptr;
reg[7:0] buf_mem[63:0];
always @(fifo_counter)begin
    buf_empty=(fifo_counter==0);
    buf_full=(fifo_counter==64);
    fifo_threshold=(fifo_counter>=32);
end
always @(posedge clk,posedge rst)begin
    if(rst)
        fifo_counter<=0;
    else if((!buf_full && wr_en)&&(!buf_empty && rd_en))
        fifo_counter<=fifo_counter;
    else if(!buf_full && wr_en)
        fifo_counter<=fifo_counter+1;
    else if(!buf_empty && rd_en)
        fifo_counter<=fifo_counter-1;
    else
        fifo_counter<=fifo_counter;    
end
always @(posedge clk or posedge rst) begin
    if (rst) begin
        fifo_overflow  <= 0;
        fifo_underflow <= 0;
    end else begin
        if (wr_en && buf_full)
            fifo_overflow <= 1;
        else if (rd_en)
            fifo_overflow <= 0;
        if (rd_en && buf_empty)
            fifo_underflow <= 1;
        else if (wr_en)
            fifo_underflow <= 0;
    end
end
always @(posedge clk) begin
    if(rst)
        buf_out<=0;
    else begin
        if(rd_en && !buf_empty)
            buf_out<=buf_mem[rd_ptr];
        else 
            buf_out<=buf_out;
        end
    end
always @(posedge clk) begin
    if(rst)
        buf_out<=0;
    else begin
        if(wr_en && !buf_full)
            buf_mem[wr_ptr]<=buf_in;
        else 
            buf_mem[wr_ptr]<= buf_mem[wr_ptr];
        end
    end
always @(posedge clk,posedge rst) begin
    if(rst)begin
        wr_ptr<=0;
        rd_ptr<=0;end
    else begin
        if(wr_en && !buf_full)
            wr_ptr<=wr_ptr+1;
        else 
            wr_ptr<=wr_ptr;
        if(!buf_empty && rd_en)
            rd_ptr<=rd_ptr+1;
        else
            rd_ptr<=rd_ptr;
        end
    end   
endmodule

===== ./run.sh =====
#!/bin/bash
# OpenROAD 26Q1-2900-gdf79404cd8, Yosys 0.63+post, stock flow scripts
make -C /OpenROAD-flow-scripts/flow DESIGN_CONFIG=/design/flow/config.mk WORK_HOME=/design/flow/orfs finish

==> results.cfg <==
; generated from flow reports
[run_status]
outcome = finished, final reports clean

[synth]
synthesis.area_um2 = 807
synth.avg_cell_area_um2 = 9.17
ys_chip_area_um2 = 807
ys_seq_share_pct = 31.0
yosys-stat-cells = 88
top_cell_area_share_pct = 31.0
synth_cells = 88
ys_types = 34
yosys_warnings = 17
synth.area.top_cells = dfrtp_1, ha_1, buf_4
largest_area_cell = dfrtp_1
ys_ff = 10

[final_timing]
fmax_mhz = 345
min_period_over_period_pct = 74.3
min_period_ns = 2.90
final_hold_viol_count = 0
drv_slew = 0
fin_worst_skew_ns = 0.00562
rsz0062_at_grt = no
tns_ns = 0
setup_viol = 0

[route]
drt-initial-drc-count = 56
drtAntennaViolNets = 0
topRoutingLayerUsed = met4
vias = 673
wl_met1_um = 926
drc_errors = 0
wl_per_cell_um = 11.8
firstDrtPassIters = 4
antenna_cells = 0
routed_wl_um = 1810
viasPerCell = 4.40
met2_length_um = 695
wl_met3_um = 178

[place]
hpwlAfterDp_um = 1400
io_buffers = 16
place_congestion = 0.870

[global_routing]
antenna_found_initial = 0
grt_overflow = 0
grt_max_degree = 14
grt_pass1_vias = 630
grtUsageTotal_pct = 4.88
grt_pass1_wl_um = 2950

[min_path]
hp-class = reg2reg
hold_end = fifo_underflow
worstHoldPathCells = 1
min-delay-start = fifo_underflow

[floorplan]
chipArea_um2 = 6890
rows = 22
coreArea_um2 = 3740
io_pins = 33
die_w_um = 83
dieHeight_um = 83
initCoreUtil_pct = 21.6

[worst_setup_path]
r2r_start = fifo_counter[0]
crit_fanout = 9
worst-r2r-cell-count = 9
cp-start-kind = primary input
crit_arrival_ns = 3.05
reg2reg_to = fifo_counter[7]
cp-end-kind = flip-flop
path_class = in2reg
r2r_setup_slack_ns = 1.03
required_ns = 4.05

[final_layout]
fillers = 402
mi_logic_area_um2 = 499
fin_util_pct = 27.5
drive_gt1_share_pct = 8.57
regArea_um2 = 250
area_delta_synth_final_pct = 27.6

[clocking]
clockBufferDepth = 2
cts_tree = done
cts_buffers = 3
htree_levels = 1
clkSinkCount = 10
ctsResizeCount = 0
cts.clk_slew.worst_paths_ns = 0.05
clock_latency_ns = 0.23
postCtsHoldBufs = 0
cts_setup_buffers = 0
cts-root-buf = clkbuf_8

[pwr]
peakVddDrop_v = 0.000252
power.leakage_uw = 0.000426
p_per_area_nw_per_um2 = 722

[run]
warning_count = 33
max_cap_violations = 0
worst max-delay path: stages:
cell	delay, ns
clkdlybuf4s50_1	0.56
nand2_1	0.27
ha_1	0.44
o21ai_0	0.14
o211ai_1	0.23
nand2_1	0.13
or4_1	0.40
o211ai_1	0.10
cell usage after synthesis:
cell       n
mux2_2     3
buf_4      8
xor2_1     2
a221oi_1   1
a21oi_1    5
nand4b_1   1
o211ai_1   3
o22ai_1    1
nor2b_1    2
or3_1      1
nand3b_1   1
nor4_2     1
buf_2      1
and2_4     1
nand3_1    1
fa_1       1
dfrtp_1   10
xnor2_1    4
a211oi_1   1
o211ai_4   1
conb_1     1
inv_1      5
a21o_1     1
a22o_1     1
and2_1     1
nor3_1     1
nor2_1     5
and4_1     1
or4_1      1
nand2_1    9
o21bai_1   1
ha_1       6
a31oi_1    1
o21ai_0    5
cells in the final DEF (no fill, tap or decap), types with 2 or more instances in the layout:
cell              n
clkdlybuf4s50_1  16
dfrtp_1          10
nand2_1           9
conb_1            8
ha_1              6
nor2_1            5
a21oi_1           5
o21ai_0           5
inv_1             5
xnor2_1           4
mux2_2            3
o211ai_1          3
clkbuf_8          3
nor2b_1           2
xor2_1            2
per-stage QoR:
step           setup WS [ns]  hold WS [ns]  power [µW]  cell area [µm²]  std cells
2_1_floorplan           1.42         0.456         484              833         95
3_3_place_gp           0.758         0.492         631              988        150
3_5_place_dp           0.778         0.501         639              988        150
4_1_cts                 1.02         0.514         753             1030        153
5_1_grt                0.791         0.525         822             1030        153
6_report                1.00         0.513         743             1030        153
sequential cells by signal (all words and copies together), names as in the netlist:
register and flops:
fifo_underflow 1, fifo_counter 8, fifo_overflow 1
power breakdown:
part	leakage (µW)	switching, µW	internal, µW
Clock	0.0000216	38.2	67.4
Sequential	0.000123	70.5	150
Combinational	0.000282	174	242
Total	0.000426	283	460
logic make-up (layout without fill, tap and decap cells):
logic type	after synthesis	in the layout	synth area share, %
AND/OR/NAND/NOR	26	26	17.5
adder cells (fa/ha/maj)	7	7	11.8
XOR/XNOR	6	6	6.51
flip-flops	10	10	31.0
AND-OR/OR-AND	21	21	18.1
multiplexers	3	3	4.19
other	1	8	0.465
buffers and inverters	14	24	10.4
per-layer routing:
metal  up-vias  track usage [%]
met1       313             6.86
met2        24             6.70
li1        334                -
met3         2             2.66
met4         0            0.154
met5         -                0
how the worst max path moves through the flow:
stage	start	endpoint	slack (ns)	cells after the start
CTS	wr_en	fifo_counter[7]	1.02	8
global route	fifo_counter[0]	fifo_counter[7]	0.79	9
finish	wr_en	fifo_counter[7]	1.00	8
layout make-up:
cell class,count,share of cell area (%)
multi-input combinational,71,48.5
sequential,10,24.3
inverter,5,1.82
tap,48,5.83
timing repair buffer,16,15.6
clock buffer,3,4.01
Power is estimated from default activity; no workload was simulated.
