$ cat design/flow/run.sh
#!/bin/bash
# OpenROAD 26Q1-2900-gdf79404cd8, Yosys 0.63+post, stock flow scripts
make -C /OpenROAD-flow-scripts/flow DESIGN_CONFIG=/design/flow/config.mk WORK_HOME=/design/flow/orfs finish
$ cat design/flow/design.v
`timescale 1ns / 1ps
module fifo_dual_clk(clk_r,clk_w,rst,buf_out,wr_en,rd_en,buf_empty,buf_full,buf_in,fifo_counter);
input rst,clk_r,clk_w,wr_en,rd_en;
input[7:0] buf_in;
output[7:0] buf_out;
output buf_empty,buf_full; 
output [7:0] fifo_counter;
reg [7:0] buf_out;
reg buf_empty,buf_full;
reg[7:0] fifo_counter;
reg[6:0] rd_ptr,wr_ptr;
reg[7:0] buf_mem[63:0];
always @(fifo_counter)begin
    buf_empty=(fifo_counter==0);
    buf_full=(fifo_counter==64);
end
always @(posedge clk_w,posedge rst)begin
    if(rst)
        fifo_counter<=0;
    else if((!buf_full && wr_en))
        fifo_counter<=fifo_counter+1;
    end
always @(posedge clk_r)
    begin
        if(!buf_empty && rd_en)
            fifo_counter<=fifo_counter-1;
    end 
always @(posedge clk_r ,posedge rst) begin
    if(rst)
        buf_out<=0;
    else begin
        if(rd_en && !buf_empty)
            buf_out<=buf_mem[rd_ptr];
        else 
            buf_out<=buf_out;
        end
    end
always @(posedge clk_w) begin
      if(wr_en && !buf_full)
            buf_mem[wr_ptr]<=buf_in;
      else 
            buf_mem[wr_ptr]<= buf_mem[wr_ptr];
    end
always @(posedge clk_w,posedge rst) begin
    if(rst)begin
        wr_ptr<=0;
        end
    else if(!buf_full && wr_en)
        wr_ptr<=wr_ptr+1;
    else 
        wr_ptr<=wr_ptr;
end
always @(posedge clk_r,posedge rst) begin
    if(rst)begin
        rd_ptr<=0;end
    else if(!buf_full && wr_en)
        rd_ptr<=rd_ptr+1;
    else 
        rd_ptr<=rd_ptr;
end    
endmodule
$ cat design/flow/config.mk
export PLATFORM = sky130hd
export DESIGN_NAME = fifo_dual_clk
export DESIGN_NICKNAME = fifo_dual_clk
export VERILOG_FILES = /design/flow/design.v
export SDC_FILE = /design/flow/constraint.sdc
export NUM_CORES = 4
export LEC_CHECK = 1
export CORE_UTILIZATION = 30
$ cat design/flow/constraint.sdc
current_design fifo_dual_clk

set clk_period 21.1
set clk_io_pct 0.2

create_clock -name clk0 -period $clk_period [get_ports {clk_r}]
create_clock -name clk1 -period $clk_period [get_ports {clk_w}]

set non_clock_inputs [all_inputs -no_clocks]
set_input_delay [expr $clk_period * $clk_io_pct] -clock clk0 $non_clock_inputs
set_output_delay [expr $clk_period * $clk_io_pct] -clock clk0 [all_outputs]
==> impl_metrics.csv <==
group,metric,value,unit
synth,synth_seq_share,74.9,%
synth,synth_warnings,1,
synth,ys_area,21800,um2
run_status,outcome,"stopped before the end",
synth,ys_cells,1139,
run_status,haltStage,"synthesis (1_2_yosys)",
synth,synth.distinct_cells,52,
synth,ys_async_sr_fraction,5.11,%
synth,flop_cell,"edfxtp_1",
synth,edf_count,520,
synth,ys.flops,548,
run_status,error,"ERROR: Found 8 problems in 'check -assert'.",
==> cell families after synthesis <==
logic type                 count (synthesis)  share of synthesized area, %
and+or+nand+nor                          207                          4.93
xor gates and xnor gates                  22                         0.884
adders and majority gates                  5                         0.287
muxes                                    189                          13.6
DFF                                      548                          74.9
buffers and inverters                     74                          2.29
AOI/OAI and AO/OA                         94                          3.09
==> Yosys cell counts (all sizes together), types with 10 or more instances <==
master,count,share of area [%]
edfxtp,520,72
nor2,110,1.9
mux2i,104,4.8
mux4,83,8.8
buf,50,1.9
o22ai,30,0.86
dfrtp,28,3.2
o21ai,19,0.44
clkbuf,17,0.29
nand2,17,0.29
nor4,17,0.66
a22oi,16,0.55
xnor2,14,0.56
nor2b,11,0.32
nor3,10,0.39
